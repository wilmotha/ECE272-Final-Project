--- flow/run.sh ---
#!/bin/bash
# OpenROAD 26Q1-2900-gdf79404cd8, Yosys 0.63+post, stock flow scripts
make -C /OpenROAD-flow-scripts/flow DESIGN_CONFIG=/design/flow/config.mk WORK_HOME=/design/flow/orfs finish
--- flow/config.mk ---
export PLATFORM = sky130hd
export DESIGN_NAME = clock_counter
export DESIGN_NICKNAME = clock_counter
export VERILOG_FILES = /design/flow/design.v
export SDC_FILE = /design/flow/constraint.sdc
export NUM_CORES = 4
export LEC_CHECK = 1
export CORE_AREA = 10 10 75 75
export DIE_AREA = 0 0 85 85
--- flow/constraint.sdc ---
current_design clock_counter

set clk_period 3.2
set clk_io_pct 0.2

create_clock -name clk0 -period $clk_period [get_ports {clk_i}]

set non_clock_inputs [all_inputs -no_clocks]
set_input_delay [expr $clk_period * $clk_io_pct] -clock clk0 $non_clock_inputs
set_output_delay [expr $clk_period * $clk_io_pct] -clock clk0 [all_outputs]
--- flow/design.v ---
module clock_counter(
  input logic clk_i,	 
  input logic reset_n,		 
  output logic clk_o,
  output logic clock_1Hz
  ); 
  logic [20:0] count;
  always_ff@(posedge clk_i, negedge reset_n)
    if   (!reset_n)	count <= 0;
    else 	   	count <= count + 1;
  assign clk_o = count[10];
  assign clock_1Hz = count[17]; 
endmodule
==> impl_metrics.tcl <==
# implementation run metrics
set metrics [dict create \
    report.final.setup_viol 0 \
    io-pin-count 4 \
    worst_clock_skew_ns 0.00280 \
    clk_pin_slew_ns 0.06 \
    max-slew-margin-rel_pct 47.9 \
    tritoncts "yes" \
    p_per_area_nw_per_um2 444 \
    synthesis.yosys.warnings 1 \
    cts_made_buffers 3 \
    synthesis.area_um2 779 \
    cp-end-kind "output port" \
    fin_hold_ws_ns 0.472 \
    slowest_stage "sky130_fd_sc_hd__clkdlybuf4s50_1" \
    timing.setup.critical_path_class "flip-flop to output port" \
    min_path_type "flip-flop to flip-flop" \
    design.die.area_um2 7230 \
    globalRouteTotalUtil_pct 3.21 \
    max_cap_viol_count 0 \
    regToRegSetupSlack_ns 1.69 \
    clk_latency_ns 0.25 \
    avgViaCountPerCell 3.74 \
    period_needed_ns 1.78 \
    setup_total_negative_slack_ns 0 \
    achievable-frequency_ghz 0.560 \
    first_pass_iters 4 \
    ctsRootBufferMaster "sky130_fd_sc_hd__clkbuf_8" \
    p_leak_nw 0.454 \
    io_buffer_count 3 \
    cts-resized-gates 0 \
    area_leaders "sky130_fd_sc_hd__dfrtp_1, sky130_fd_sc_hd__xnor2_1, sky130_fd_sc_hd__xor2_1" \
    cpPeakStageDelay_ns 0.49 \
    largest-register "count" \
    postLayoutSetupSlackWorst_ns 1.42 \
    h-tree-depth 1 \
    layout_top_registers "count (18)" \
    grt_antenna_before_repair 0 \
    routed-via-count 445 \
    largest_register_ffs 18 \
    globalRoute.totalOverflow 0 \
    warning_count 25 \
    worst_path_dominant_cell_family "buffers and inverters" \
    cell_row_count 23 \
    synthesis.instances 62 \
    final_max_slew_viol_count 0 \
    routed_wirelength_um 1130 \
    final_common_cell "sky130_fd_sc_hd__dfrtp_1" \
    reg_to_reg_endpoint "count[12]" \
    pre_cts_slack_ns 1.54 \
    ir_drop_v 0.000139 \
    number_of_global_route_vias_before_repair 443 \
    critical_path.cell_chain "clkdlybuf4s50_1" \
    dieHeight_um 85 \
    buffer_and_inverter_count_on_the_worst_path 1 \
    rsz0062_at_grt "false" \
    grt_first_pass_wirelength_um 2000 \
    routed_wire_length_per_instance_um 9.50 \
    design_power_total_mw 0.412 \
    seq_area_frac_synth_pct 57.8 \
    holdPathEnd "count[16]" \
    cts_post_setup_buffers_inserted 0 \
    antenna_cells 0 \
    whs_path_depth 1 \
    finalCritPeriodShare_pct 55.8 \
    synthToLayoutAreaGrowth_pct 18.9 \
    drc_errors 0 \
    fin_util_pct 22.8 \
    rr_startpoint "count[0]" \
    gp_congestion 0.765 \
    postSynthAreaPerCell_um2 12.6 \
    fraction_of_final_layout_cells_with_drive_strength_greater_than_1_pct 13.0 \
    ys_cells 62 \
    synth.distinct_cells 18 \
    timing.critical_path.from_type "flip-flop" \
    layout_top_cells_excl_fill_tap "sky130_fd_sc_hd__dfrtp_1, sky130_fd_sc_hd__xnor2_1, sky130_fd_sc_hd__xor2_1, sky130_fd_sc_hd__nand2_1" \
    yosys.stat.chipArea_um2 779 \
    worstPathMaxFanout 5 \
    reg2regPathDepth 5 \
    ff_latch_area_um2 450 \
    clock-sinks 18 \
    tightest_slew_ns 0.779 \
    synth_flop_count 18 \
    yosysTopAreaCell "sky130_fd_sc_hd__dfrtp_1" \
    top_cell_area_share_pct 57.8 \
    post_cts_hold_buffer_count 0 \
    die_w_um 85 \
    initial_utilization_pct 19.2 \
    arrival_ns 1.14 \
    finalHoldViolCount 0 \
    drt.antenna.violating_nets 0 \
    cts.path.max_buffers 2 \
    pin_count_of_the_biggest_net_entering_global_routing 19 \
    nFillCells 412 \
    dp.final_hpwl_um 854 \
    cp-startpoint "count[10]" \
    worstHoldStart "count[16]" \
    critPathRequiredTime_ns 2.56 \
    drtIter0Drc 30 \
    status "completed" \
    core_area_um2 4060 \
    final-comb-area_um2 322 \
]
[cell families (layout without fill, tap and decap cells)]
kind of cell / after synthesis / count (layout) / synth area share, %
xor gates and xnor gates: 16 / 16 / 18.0
adders and majority gates: 1 / 1 / 1.60
buffers and inverters: 2 / 9 / 0.963
DFF: 18 / 18 / 57.8
and+or+nand+nor: 25 / 25 / 21.7
[worst register-to-register path, cell delays in order, from the launching register on]
cell and delay, ns:
sky130_fd_sc_hd__dfrtp_1 0.43, sky130_fd_sc_hd__ha_1 0.23, sky130_fd_sc_hd__nand3_2 0.14, sky130_fd_sc_hd__nor3_1 0.25, sky130_fd_sc_hd__and4_1 0.24, sky130_fd_sc_hd__xor2_1 0.14
[layout make-up]
| type | count | share of cell area [%] |
|---|---|---|
| clock buffers | 4 | 5.94 |
| inverters | 2 | 0.810 |
| multi-input cells | 42 | 34.7 |
| flip-flops and latches | 18 | 48.6 |
| well taps | 50 | 6.75 |
| repair buffers | 3 | 3.24 |
[per-stage QoR]
step                      std cells  area (µm²)
final                           119         927
after global routing            119         927
after CTS                       119         927
after detailed placement        115         872
after global placement          115         872
after floorplan                  62         779
[where the power goes]
group	leakage, nW	internal [mW]	switching, mW
Sequential	0.242	0.228	0
Combinational	0.184	0.00107	0.00412
Clock	0.0288	0.109	0.0702
Total	0.454	0.338	0.0743
[worst max path at each step]
stage,endpoint,slack (ns),cells past startpoint
after global routing,clk_o,1.34,1
final,clk_o,1.42,1
after CTS,clk_o,1.39,1
[synthesized netlist by cell type]
cell type,count
sky130_fd_sc_hd__nand2_1,6
sky130_fd_sc_hd__nand3_2,2
sky130_fd_sc_hd__nand3_1,4
sky130_fd_sc_hd__or2_1,1
sky130_fd_sc_hd__nor3_2,1
sky130_fd_sc_hd__dfrtp_1,18
sky130_fd_sc_hd__nand4_1,1
sky130_fd_sc_hd__nand4_4,1
sky130_fd_sc_hd__ha_1,1
sky130_fd_sc_hd__and4_1,1
sky130_fd_sc_hd__xor2_1,8
sky130_fd_sc_hd__xnor2_1,8
sky130_fd_sc_hd__inv_1,2
sky130_fd_sc_hd__nor4_1,1
sky130_fd_sc_hd__and3_1,1
sky130_fd_sc_hd__nor3_1,1
sky130_fd_sc_hd__nor4_4,1
sky130_fd_sc_hd__nor2_1,4
[metal layers]
layer / up-vias / wire, µm / global-route usage (%) / part of all wire (%)
met5: - / 0 / 0 / 0
met2: 10 / 499 / 4.56 / 44
met3: 2 / 43 / 1.35 / 3.8
met1: 211 / 573 / 4.40 / 51
met4: 0 / 14 / 0.749 / 1.2
li1: 222 / - / - / -
Power is estimated from default activity; no workload was simulated.
