`design/flow/run.sh`:
```
#!/bin/bash
# OpenROAD 26Q1-2900-gdf79404cd8, Yosys 0.63+post, stock flow scripts
make -C /OpenROAD-flow-scripts/flow DESIGN_CONFIG=/design/flow/config.mk WORK_HOME=/design/flow/orfs finish
```
`design/flow/config.mk`:
```
export PLATFORM = sky130hd
export DESIGN_NAME = Parser
export DESIGN_NICKNAME = Parser
export VERILOG_FILES = /design/flow/design.v
export SDC_FILE = /design/flow/constraint.sdc
export NUM_CORES = 4
export LEC_CHECK = 1
export CORE_UTILIZATION = 40
```
`design/flow/constraint.sdc`:
```
current_design Parser

set clk_period 16.7
set clk_io_pct 0.2

create_clock -name clk0 -period $clk_period

set non_clock_inputs [all_inputs -no_clocks]
set_input_delay [expr $clk_period * $clk_io_pct] -clock clk0 $non_clock_inputs
set_output_delay [expr $clk_period * $clk_io_pct] -clock clk0 [all_outputs]
```
`design/flow/design.v`:
```
module Parser ( input logic [13:0] num,
				input logic enable,
				output logic [4:0] z0, z1, z2, z3);
	always_comb 
		begin
				z3 = num % 10;
				z2 = (num / 10) % 10;
				z1 = (num / 100) % 10;
				z0 = (num / 1000) % 10;
		end
endmodule
```
==> results.yml <==
# physical design summary
placement:
  place_area_sq_mm: 0.00714
  port_buffers: 34
  dp_hpwl_um: 15000
  gp_congestion: 0.905
final_layout:
  nClkBuffers: 0
  drive_gt1_share_pct: 9.15
  finalInstanceArea_sq_mm: 0.00715
  final_core_util_pct: 44.7
  flops: 0
  area_growth_pct: 8.24
  fill_cells: 1701
  register_area_sq_um: 0
worst_setup_path:
  path_class: "in2out"
  cp_slowest_cell: "or3_1"
  crit_start: "num[11]"
  end_kind: "output port"
  cp_slowest_stage_delay_ns: 0.74
  cp-start-kind: "input port"
  crit_arrival_ns: 12.64
  cp_max_fo: 24
  critPathRequiredTime_ns: 13.36
die:
  fp-row-count: 46
  initCoreUtil_pct: 41.3
  die_h_um: 131
  chipWidth_um: 131
  dieArea_sq_mm: 0.0170
  fp.coreArea_sq_mm: 0.0160
  ios: 35
min_path:
  hold_class: "in2out"
  holdPathStages: 2
  min_to: "z3[0]"
  min_from: "num[0]"
power_and_ir_drop:
  ir_drop_mv: 0.0780
  finalPower_mw: 0.889
  power_leakage_nw: 2.50
  power.density_mw_per_mm2: 124
  power.share.sequential_pct: 0
  power_switching_mw: 0.511
  clkPwrFrac_pct: 0
  comb_power_share_pct: 100.0
  p_int_mw: 0.378
  swShare_pct: 57.5
detailed_routing:
  drc: 0
  drt_iter0_markers: 662
  routed_wl_um: 20000
  antenna_left: 0
  num_vias: 7882
  firstDrtPassIters: 5
  n_antenna_cell: 0
  wire_per_inst_um: 16.1
  vias_per_cell: 6.34
logic_synthesis:
  synthTopCellsByCount: "nor2_1 (115), nand2_1 (112), a21oi_1 (78)"
  ys_cells: 1040
  ys_area_sq_mm: 0.00661
  top_cell_area_share_pct: 6.53
  most_common_cell: "nor2_1"
  synthDistinctLibCells: 111
  post_synth_main_area_contributors: "nor2_1 (6.5%), nand2_1 (6.4%), a21oi_1 (5.9%)"
  syn_area_per_cell_sq_um: 6.35
  seq_area_frac_synth_pct: 0
  synth_cells: 1040
  synth_area_sq_mm: 0.00661
  ys_warn_count: 1
  top_area_cell: "nor2_1"
final_timing:
  tns_ns: 0
  hold_violations: 0
  rsz0062_at_grt: "no"
  drv_slew: 0
  setup_violations: 0
  period_minus_slack_ns: 15.98
  period_used_pct: 95.7
  fmax_ghz: 0.0626
  timing_worst_slew_pin_value_ns: 0.813
  relSlewSlack_pct: 45.4
grt:
  grt_antenna_before_repair: 0
  grt.total_usage_pct: 23.6
  overflow: 0
  grt_pass1_wl_um: 33200
  grt_pass1_vias: 6756
  grt_max_degree: 38
status:
  status: "completed"
clock_tree:
  post_cts_buffers: 0
run:
  warnings: 34
  maxCapViolations: 0
layer usage:
layer / routed length (um) / share of wire [%] / global-route usage, % / up-vias
li1: - / - / - / 3984
met2: 9160 / 46 / 39.9 / 203
met4: 299 / 1.5 / 3.72 / 0
met1: 9660 / 48 / 34.0 / 3675
met3: 855 / 4.3 / 0.912 / 20
met5: 0 / 0 / 0 / -
worst max-delay path by stage:
stage,cells past startpoint,end
6_report,30,z2[2]
5_1_grt,30,z2[2]
4_1_cts,28,z2[2]
cell usage in the layout (no fill, tap or decap), types with 10 or more instances in the layout:
cell type,instances
and3_1,12
a31oi_1,23
nor4_1,16
maj3_1,13
mux2i_1,20
a311oi_1,10
nor2_1,114
a21o_1,11
or3_1,13
nand2b_1,11
buf_4,29
o211ai_1,16
xor2_1,11
inv_1,22
clkdlybuf4s50_1,34
a21oi_1,78
nand3_1,44
xnor2_1,44
o31ai_1,13
a211oi_1,15
nand4_1,16
o21ai_1,10
nand2_1,111
o21ai_0,63
ha_1,12
nor3_1,39
cell families after synthesis:
family                     after synthesis  synth area share (%)
and+or+nand+nor                        448                  34.7
AOI/OAI and AO/OA                      376                  41.4
buffers and inverters                  106                  6.66
xor gates and xnor gates                60                  8.86
adders and majority gates               26                  4.41
muxes                                   24                  3.94
cell type report:
class	instances	area, sq um	area share [%]
inverters	30	113	1.57
well taps	216	270	3.78
multi-input cells	934	6210	86.8
repair buffers	63	558	7.80
critical path: cells and delay by family:
kind,cells,cell delay (ns)
compound gates,12,3.09
xor+xnor,3,1.00
fa+ha+maj,1,0.34
buf+inv,4,1.14
mux,3,0.96
simple gates,7,2.75
power by group through the flow:
| stage | combinational (mW) | sequential [mW] | clock, mW |
|---|---|---|---|
| 4_1_cts | 0.884 | 0 | 0 |
| 6_report | 0.889 | 0 | 0 |
| 5_1_grt | 0.990 | 0 | 0 |
timing repair:
item,4_1_cts,5_1_grt
endpoints found under the setup margin,0,6
hold buffers,0,0
gates resized,0,4
metrics by stage:
stage / worst slack (ns) / hold slack (ns) / std cells
global route: 0.0635 / 7.60 / 1243
detailed placement: 0.434 / 7.54 / 1243
finish: 0.719 / 7.54 / 1243
CTS: 0.403 / 7.54 / 1243
global placement: 0.397 / 7.54 / 1243
floorplan: 3.03 / 6.75 / 1040
Power and IR drop assume default switching activity.
