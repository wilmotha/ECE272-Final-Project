`/design/flow/run.sh`:
```
#!/bin/bash
# OpenROAD 26Q1-2900-gdf79404cd8, Yosys 0.63+post, stock flow scripts
make -C /OpenROAD-flow-scripts/flow DESIGN_CONFIG=/design/flow/config.mk WORK_HOME=/design/flow/orfs finish
```
`/design/flow/config.mk`:
```
export PLATFORM = sky130hd
export DESIGN_NAME = mux2
export DESIGN_NICKNAME = mux2
export VERILOG_FILES = /design/flow/design.v
export SDC_FILE = /design/flow/constraint.sdc
export NUM_CORES = 4
export LEC_CHECK = 1
export CORE_AREA = 10 10 70 70
export DIE_AREA = 0 0 80 80
```
`/design/flow/constraint.sdc`:
```
current_design mux2

set clk_period 1.6
set clk_io_pct 0.2

create_clock -name clk0 -period $clk_period

set non_clock_inputs [all_inputs -no_clocks]
set_input_delay [expr $clk_period * $clk_io_pct] -clock clk0 $non_clock_inputs
set_output_delay [expr $clk_period * $clk_io_pct] -clock clk0 [all_outputs]
```
`/design/flow/design.v`:
```
module mux2 ( 	input logic [4:0] thous,
				input logic [4:0] hundr,
				input logic [4:0] tens,
				input logic [4:0] ones,
				input logic [2:0] s,
				output logic [4:0] y);
always_comb
	begin
		case(s)
			0: y = ones;
			1: y = tens;
			3: y = hundr;
			4: y = thous;
			default: y = ones;
		endcase
	end
endmodule
```
==> flow_summary.toml <==
# generated from flow reports
[final_layout]
clkbuf_count = 0
layout-drive-gt1-share_pct = 47.14
area.sequential_sq_um = 0
postLayoutCellArea_sq_um = 673.1
fillers = 387
syn2layout_area_growth_pct = 189.2
flop-count = 0
logic_area_sq_um = 281.5

[power_and_ir_drop]
pwr-share-clk_pct = 0
switching_share_pct = 37.27
powerDensity_nw_per_um2 = 235.9
seqPwrFrac_pct = 0
p_switching_mw = 0.05917
power_frac_comb_pct = 100.0
p_int_mw = 0.09960
p_leak_nw = 0.2520
ir_worst_vdd_v = 0.00003686

[global_routing]
grt_max_degree = 7
grt_pass1_vias = 430
grt_pass1_wl_microns = 2263
grtUsageTotal_pct = 4.389
antenna_found_initial = 1
gr-total-overflow = 0

[floorplanning]
fp_util_pct = 6.813
die-area_sq_um = 6400
ioPinCount = 28
die_x_microns = 80
core_sq_um = 3416
die_h_microns = 80
rows = 21

[placement]
dp_hpwl_microns = 1119
placed_area_sq_um = 581.8
routabilityCongestion = 0.8104
io_buffers = 28

[yosys]
top_cell_area_share_pct = 33.87
ys_cells = 35
synthTopCellsByCount = "10 x a21oi_1, 10 x nor3_1, 9 x or3b_1"
avgSynthCellArea_sq_um = 6.649
synth_seq_share_pct = 0
yosys_area_sq_um = 232.7
ys_types = 9
syn_area_sq_um = 232.7
netlist_instances = 35
synth.largest_area_cell = "or3b_1"
synth.area.top_cells = "or3b_1 34%, a21oi_1 22%, nor3_1 22%"
ys_warn_count = 1

[timing]
timing.hold.ws_ns = 1.082
worst_slew_pin_slew_ns = 0.2137
rsz0062_at_grt = "true"
setup_viol = 1
period_used_pct = 103.0
fmax_ghz = 0.6068
setup_ws_ns = -0.04802
hold_viol = 0
relSlewSlack_pct = 85.64
slew_viol_final = 0
period_minus_slack_ns = 1.648

[worst_setup_path]
required_ns = 1.28
endpoint_kind = "output pin"
critPathKind = "in2out"
startpoint_type = "input pin"
arrival_ns = 1.33
critPathMaxFanout = 6

[outcome]
status = "finished with violations"
violations = "negative setup slack"

[worst_hold_path]
hold_end = "y[1]"
hold_path_class = "in2out"
hold_depth = 4
min_from = "s[1]"

[routing]
first_pass_iters = 2
routed_wl_microns = 1461
route.detailed.drc = 0
drt_iter0_drc = 15
viasPerCell = 3.436
dr_total_vias = 402
ant_nets = 0
wire_per_inst_microns = 12.49

[job]
tool_warnings = 34
maxCapViolCount = 0

[clocking]
holdBufCountCts = 0
==> cells in the final DEF (no fill, tap or decap), drive strengths merged <==
cell / Yosys / final
a21oi: 10 / 10
buf: 2 / 16
clkbuf: 0 / 1
clkdlybuf4s50: 0 / 10
diode: 0 / 1
dlygate4sd2: 0 / 10
nand2: 1 / 1
nand2b: 1 / 1
nor3: 10 / 10
or3b: 10 / 10
xor2: 1 / 1
==> power groups by stage <==
stage	Clock (mW)	Combinational (mW)	Sequential, mW
final	0.0000000835	0.159	0
after global routing	0.0000000835	0.175	0
after CTS	0	0.156	0
==> per-layer routing <==
layer | up-vias | wire length [microns] | track usage (%)
met3 | 0 | 167 | 1.705
li1 | 209 | - | -
met1 | 176 | 666 | 5.941
met5 | - | 0 | 0
met2 | 17 | 627 | 6.822
met4 | 0 | 0 | 0
==> layout make-up <==
cell class / count / share of cell area [%]
multi-input combinational: 33 / 41.82
antenna: 1 / 0.3717
timing repair buffer: 37 / 49.26
tap: 46 / 8.550
==> through the flow <==
step                      power (mW)  utilization [%]   TNS, ns  instances  setup WS (ns)
after floorplan              0.04030                -         0         35         0.2929
after global placement        0.1401            17.03    -3.614        111        -0.7739
after detailed placement      0.1400            17.03    -3.705        111        -0.7785
after CTS                     0.1557            19.30   -0.1605        116       -0.04885
after global routing          0.1750            19.71   -0.2069        117       -0.08479
final                         0.1588            19.71  -0.04802        117       -0.04802
==> cells by family after synthesis <==
logic type / share of synthesized area, %
and+or+nand+nor: 63.44
AOI/OAI and AO/OA: 21.51
xor gates and xnor gates: 6.991
buffers and inverters: 8.065
==> critical path: stages <==
cell and delay, ns:
buf_6 0.10, buf_6 0.12, buf_12 0.12, or3b_4 0.37, a21oi_2 0.13, nor3_1 0.06
buf_2 0.11
==> how the worst max path moves through the flow <==
| stage | startpoint | to | slack, ns | depth (start not counted) |
|---|---|---|---|---|
| after CTS | s[2] | y[4] | -0.05 | 8 |
| final | s[2] | y[1] | -0.05 | 7 |
| after global routing | s[2] | y[1] | -0.08 | 7 |
==> what timing repair did <==
item / CTS / global route
hold endpoints to repair: 0 / 0
pin swaps: 23 / 13
gates resized: 52 / 7
setup buffers: 3 / 0
setup endpoints to repair: 5 / 5
cloned: 2 / 0
Power is estimated from default activity; no workload was simulated.
